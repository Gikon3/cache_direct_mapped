File: flow/constraint.sdc
current_design cache_ahb_ctrl_mem

set clk_period 3.7
set clk_io_pct 0.2

create_clock -name clk0 -period $clk_period [get_ports {i_hclk}]

set non_clock_inputs [all_inputs -no_clocks]
set_input_delay [expr $clk_period * $clk_io_pct] -clock clk0 $non_clock_inputs
set_output_delay [expr $clk_period * $clk_io_pct] -clock clk0 [all_outputs]
File: flow/run.sh
#!/bin/bash
# OpenROAD 26Q1-2900-gdf79404cd8, Yosys 0.63+post, stock flow scripts
make -C /OpenROAD-flow-scripts/flow DESIGN_CONFIG=/design/flow/config.mk WORK_HOME=/design/flow/orfs finish
File: flow/config.mk
export PLATFORM = sky130hd
export DESIGN_NAME = cache_ahb_ctrl_mem
export DESIGN_NICKNAME = cache_ahb_ctrl_mem
export VERILOG_FILES = /design/flow/design.v
export SDC_FILE = /design/flow/constraint.sdc
export NUM_CORES = 4
export LEC_CHECK = 1
export CORE_UTILIZATION = 30
File: flow/design.v
module cache_ahb_ctrl_mem (
    input   logic           i_hclk,
    input   logic           i_hnreset,
    input   logic           i_hsel,
    input   logic   [31:0]  i_haddr,
    input   logic           i_hwrite,
    input   logic   [ 2:0]  i_hsize,
    input   logic   [ 2:0]  i_hburst,
    input   logic   [ 3:0]  i_hprot,
    input   logic   [ 1:0]  i_htrans,
    input   logic   [ 3:0]  i_hmaster,
    input   logic           i_hready,
    input   logic   [31:0]  i_hwdata,
    output  logic           o_hready,
    output  logic           o_hresp,
    output  logic   [31:0]  o_hrdata,
    output  logic   [3:0]   o_hprot,
    input   logic           i_mem_ready,
    input   logic   [31:0]  i_mem_rdata,
    output  logic   [29:0]  o_mem_addr,
    output  logic           o_mem_rd
    );
    enum logic {IDLE, READ} state_list;
    logic           request;
    logic           next_request;
    logic   [31:0]  haddr;
    logic   [3:0]   hprot;
    logic           current_state;
    logic           next_state;
    logic           state_idle;
    logic           state_read;
    logic           mem_rd_reg;
    assign request = i_hsel & i_htrans[1] & i_hready;
    assign next_request = o_hready & request;
    always_ff @(posedge i_hclk, negedge i_hnreset)
        if (!i_hnreset) haddr <= 32'd0;
        else if (next_request) haddr <= i_haddr;
    always_ff @(posedge i_hclk, negedge i_hnreset)
        if (!i_hnreset) hprot <= 'd0;
        else if (next_request) hprot <= i_hprot;
    assign o_hprot = state_idle && request ? i_hprot: hprot;
    assign o_hready = state_idle | (state_read & i_mem_ready);
    assign o_hresp = 1'b0;
    assign o_hrdata = state_read && i_mem_ready ? i_mem_rdata: 32'd0;
    assign state_idle = current_state == IDLE;
    assign state_read = current_state == READ;
    always_ff @(posedge i_hclk, negedge i_hnreset)
        if (!i_hnreset) current_state <= IDLE;
        else current_state <= next_state;
    always_comb
        case (current_state)
            IDLE:
                case ({request, i_hwrite})
                    2'b10:
                        next_state = READ;
                    default:
                        next_state = IDLE;
                endcase
            READ:
                if (i_mem_ready && !request)
                    next_state = IDLE;
                else
                    next_state = READ;
            default:
                next_state = IDLE;
        endcase
    assign o_mem_addr = state_idle && request ? i_haddr[31:2]: haddr[31:2];
    always_ff @(posedge i_hclk, negedge i_hnreset)
        if (!i_hnreset) mem_rd_reg <= 1'b0;
        else if (next_request) mem_rd_reg <= !i_hwrite;
        else if (i_mem_ready) mem_rd_reg <= 1'b0;
    assign o_mem_rd = state_idle && request ? !i_hwrite: mem_rd_reg;
endmodule
==> flow_summary.ini <==
; flow metrics
[final_timing]
worst_pin_slew_ns = 0.513
grt_setup_unrepaired = false
period_needed_ns = 3.33
tns_ns = 0
relSlewSlack_pct = 65.7
fin_crit_sh_pct = 90.0
slew_viol_final = 0
finClkSkew_ns = 0.00898
fmax_ghz = 0.300
hold_violations = 0
setup_viol = 0
layout_setup_ws_ns = 0.370

[setup_path]
critPathMostFrequentCell = clkdlybuf4s50_1
worst-setup-path-type = in2out
slowest_delay_ns = 0.54
worstPathArrival_ns = 2.59
r2r_cells = 4
cp_slowest_cell = clkdlybuf4s50_1
timing.rr.start = current_state
start_kind = input port
critPathCaptureType = output pin
path_cells = clkdlybuf4s50_1, nand4b_4, buf_12, mux2_4, clkdlybuf4s50_1
critPathMaxFanout = 15
r2r_slack_ns = 1.93
reg2reg_to = haddr[30]
crit_required_ns = 2.96

[job]
cap_violations = 0
warning_count = 70

[die]
die_h_um = 89.6
fp.dieArea_mm2 = 0.00802
core_area_mm2 = 0.00733
fp-utilization_pct = 31.4
die_w_um = 89.6
rows = 31
ios = 187

[final_layout]
drive_gt1_share_pct = 28.4
syn2layout_area_growth_pct = 68.5
largest_reg_flops = 30
largestRegisters = haddr (30), hprot (4)
largest-register = haddr

[power]
p_sw_share_pct = 21.5
intPower_uw = 1010
p_switching_uw = 276
pwr-share-clk_pct = 20.9
ir_worst_vdd_uv = 193
p_comb_share_pct = 39.5
sequentialPowerShare_pct = 39.6
power_density_mw_per_mm2 = 332
leakagePower_uw = 0.00179
power_uw = 1290

[detailed_routing]
dr.first_iter.drc_count = 59
diodes = 0
postRouteAntennaNets = 0
routed_wl_mm = 5.58
viasPerCell = 4.28
drc = 0
drt_first_pass_iters = 2
wl_per_cell_um = 13.9
via_count = 1719

[yosys]
synthDistinctLibCells = 18
avgSynthCellArea_um2 = 14.1
ys_seq_share_pct = 39.2
synth_top_area_share_pct = 39.2
netlist_area_mm2 = 0.00230
yosysWarnings = 1
synth_chip_area_mm2 = 0.00230
syn_inst = 163
yosys.area.top_type = dfrtp_1
synth_flops = 36
top_cells_by_area = dfrtp_1, mux2_4, and3_1, mux2_2, buf_6
yosysCellCount = 163

[placement]
place_hpwl_mm = 4.03
port_buffers = 140
place.gp.congestion = 0.658
pre_cts_slack_ns = 0.341

[clocking]
hold_buffers = 0
clk_pin_slew_ns = 0.07
htree_levels = 2
cts_sinks = 36
clock_latency_ns = 0.28
cts_resized = 0
post-cts-setup-buffers = 0
cts-root-buf = clkbuf_8
cts_tree = yes
cts.path.max_buffers = 2
cts_buffers = 5

[status]
status = finished, final reports clean

[global_routing]
grt.total_usage_pct = 13.5
grt_pass1_vias = 1622
grt_max_degree = 37
overflow = 0
grt_antenna_before_repair = 0
grt_pass1_wl_mm = 8.15

[hold_path]
hold_class = in2async
==> cell usage in the layout (no fill, tap or decap), types with 2 or more instances in the layout <==
master and count:
and3_1 32, buf_12 4, buf_4 3, clkbuf_1 2
clkbuf_8 5, clkdlybuf4s50_1 139, dfrtp_1 36, mux2_2 12
mux2_4 56, nand2_1 2, o21ai_0 2
==> stage by stage <==
stage,instances,area (um^2),hold slack [ns],utilization [%]
3_5_place_dp,394,3790,0.490,51.7
4_1_cts,402,3880,0.503,52.9
2_1_floorplan,163,2300,0.444,-
3_3_place_gp,394,3790,0.488,51.7
5_1_grt,402,3880,0.525,52.9
6_report,402,3880,0.484,52.9
==> cells in the mapped netlist <==
| master | n |
|---|---|
| nand3_2 | 1 |
| nor2_1 | 1 |
| buf_4 | 1 |
| o21ai_0 | 2 |
| mux2_2 | 12 |
| and3_1 | 32 |
| inv_1 | 1 |
| buf_8 | 3 |
| a32o_1 | 1 |
| dfrtp_1 | 36 |
| conb_1 | 1 |
| mux2_4 | 56 |
| clkbuf_1 | 6 |
| a21oi_4 | 1 |
| buf_6 | 5 |
| nand2_1 | 2 |
| inv_2 | 1 |
| nand4b_4 | 1 |
==> final cells by class <==
class | count | area, um^2
sequential | 36 | 901
fill | 626 | 3450
tap | 99 | 124
clock buffer | 7 | 76.3
clock inverter | 1 | 8.76
multi-input combinational | 110 | 1260
inverter | 2 | 7.51
timing repair buffer | 147 | 1500
==> critical path: cells and delay by family <==
family,cells,cell delay [ns]
buffers and inverters,3,1.24
muxes,1,0.30
and+or+nand+nor,1,0.31
==> worst max path at each step <==
stage	startpoint	end	slack, ns	cells past startpoint
final	i_hsel	o_mem_addr[26]	0.37	5
after CTS	i_htrans[1]	o_mem_addr[21]	0.34	5
after global routing	i_hsel	o_mem_addr[22]	0.27	5
==> power groups by stage <==
stage	combinational, uW	sequential [uW]	clock, uW
6_report	508	510	269
5_1_grt	552	520	304
4_1_cts	517	510	285
==> layer usage <==
| layer | track usage [%] | part of all wire (%) | vias to the layer above |
|---|---|---|---|
| met1 | 21.3 | 47 | 790 |
| met3 | 3.71 | 7.5 | 2 |
| li1 | - | - | 862 |
| met2 | 19.8 | 46 | 65 |
| met4 | 1.01 | 0.34 | 0 |
| met5 | 0 | 0 | - |
==> cell families (layout without fill, tap and decap cells) <==
logic type,after synthesis,count (layout),share of synthesized area (%)
DFF,36,36,39.2
muxes,68,68,42.4
and+or+nand+nor,37,37,10.7
buffers and inverters,17,157,6.04
other,1,1,0.163
AOI/OAI and AO/OA,4,4,1.58
Power figures rest on the tool's default switching activity, not on a simulated workload.
