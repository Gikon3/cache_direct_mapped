## design/flow/config.mk

```make
export PLATFORM = sky130hd
export DESIGN_NAME = cache_ahb_ctrl_conf
export DESIGN_NICKNAME = cache_ahb_ctrl_conf
export VERILOG_FILES = /design/flow/design.v
export SDC_FILE = /design/flow/constraint.sdc
export NUM_CORES = 4
export LEC_CHECK = 1
export CORE_UTILIZATION = 40
```

## design/flow/constraint.sdc

```tcl
current_design cache_ahb_ctrl_conf

set clk_period 5.0
set clk_io_pct 0.2

create_clock -name clk0 -period $clk_period [get_ports {i_hclk}]

set non_clock_inputs [all_inputs -no_clocks]
set_input_delay [expr $clk_period * $clk_io_pct] -clock clk0 $non_clock_inputs
set_output_delay [expr $clk_period * $clk_io_pct] -clock clk0 [all_outputs]
```

## design/flow/design.v

```verilog
module cache_ahb_ctrl_conf (
    input   logic           i_hclk,
    input   logic           i_hnreset,
    input   logic           i_hsel,
    input   logic   [31:0]  i_haddr,
    input   logic           i_hwrite,
    input   logic   [ 2:0]  i_hsize,
    input   logic   [ 2:0]  i_hburst,
    input   logic   [ 3:0]  i_hprot,
    input   logic   [ 1:0]  i_htrans,
    input   logic   [ 3:0]  i_hmaster,
    input   logic           i_hready,
    input   logic   [31:0]  i_hwdata,
    output  logic           o_hready,
    output  logic           o_hresp,
    output  logic   [31:0]  o_hrdata,
    input   logic   [3:0]   i_hprot_mem,
    output  logic           o_bypass,
    output  logic           o_cache_dis
    );
    enum logic [1:0] {IDLE, WRITE, READ} state_list;
    logic   [31:0]  haddr;
    logic   [2:0]   hsize;
    logic           hsize_b;
    logic           hsize_hw;
    logic           hsize_w;
    logic           hsize_b0;
    logic           hsize_b1;
    logic           hsize_b2;
    logic           hsize_b3;
    logic           hsize_hw0;
    logic           hsize_hw1;
    logic           hsize_w0;
    logic           htrans1;
    logic   [ 1:0]  current_state;
    logic   [ 1:0]  next_state;
    logic           state_write;
    logic           state_read;
    logic           sel_cr_ctrl;
    logic           sel_cr_stat;
    logic           wr_cr_ctrl;
    logic           rd_cr_ctrl;
    logic           wr_cr_stat;
    logic           rd_cr_stat;
    logic   [31:0]  cr_ctrl;
    logic   [31:0]  cr_stat;
    assign request = o_hready & i_hsel & i_htrans[1] & i_hready;
    always_ff @(posedge i_hclk, negedge i_hnreset)
        if (!i_hnreset) haddr <= 32'd0;
        else if (request) haddr <= i_haddr;
    always_ff @(posedge i_hclk, negedge i_hnreset)
        if (!i_hnreset) hsize <= 3'd0;
        else if (request) hsize <= i_hsize;
    assign hsize_b = hsize == 3'h0;
    assign hsize_hw = hsize == 3'h1;
    assign hsize_w = hsize == 3'h2;
    assign hsize_b0 = hsize_b && haddr[1:0] == 2'h0;
    assign hsize_b1 = hsize_b && haddr[1:0] == 2'h1;
    assign hsize_b2 = hsize_b && haddr[1:0] == 2'h2;
    assign hsize_b3 = hsize_b && haddr[1:0] == 2'h3;
    assign hsize_hw0 = hsize_hw && haddr[1:0] == 2'h0;
    assign hsize_hw1 = hsize_hw && haddr[1:0] == 2'h2;
    assign hsize_w0 = hsize_w && haddr[1:0] == 2'h0;
    always_ff @(posedge i_hclk, negedge i_hnreset)
        if (!i_hnreset) htrans1 <= 1'b0;
        else if (request) htrans1 <= i_htrans[1];
    assign state_write = current_state == WRITE;
    assign state_read = current_state == READ;
    always_ff @(posedge i_hclk, negedge i_hnreset)
        if (!i_hnreset) current_state <= IDLE;
        else current_state <= next_state;
    always_comb
        case (current_state)
            IDLE:
                case ({i_hsel, i_hwrite})
                    2'b10:
                        next_state = READ;
                    2'b11:
                        next_state = WRITE;
                    default:
                        next_state = IDLE;
                endcase
            WRITE:
                next_state = IDLE;
            READ:
                next_state = IDLE;
            default:
                next_state = IDLE;
        endcase
    assign sel_cr_ctrl = haddr[4:2] == 3'h0;
    assign sel_cr_stat = haddr[4:2] == 3'h1;
    assign wr_cr_ctrl = htrans1 && state_write && sel_cr_ctrl;
    assign rd_cr_ctrl = htrans1 && state_read && sel_cr_ctrl;
    assign wr_cr_stat = htrans1 && state_write && sel_cr_stat;
    assign rd_cr_stat = htrans1 && state_read && sel_cr_stat;
    always_ff @(posedge i_hclk, negedge i_hnreset)
        if (!i_hnreset) cr_ctrl <= 'd0;
        else if (wr_cr_ctrl && hsize_b0) cr_ctrl[7:0] <= i_hwdata[7:0];
        else if (wr_cr_ctrl && hsize_b1) cr_ctrl[15:8] <= i_hwdata[15:8];
        else if (wr_cr_ctrl && hsize_b2) cr_ctrl[23:16] <= i_hwdata[23:16];
        else if (wr_cr_ctrl && hsize_b3) cr_ctrl[31:24] <= i_hwdata[31:24];
        else if (wr_cr_ctrl && hsize_hw0) cr_ctrl[15:0] <= i_hwdata[15:0];
        else if (wr_cr_ctrl && hsize_hw1) cr_ctrl[31:16] <= i_hwdata[31:16];
        else if (wr_cr_ctrl && hsize_w0) cr_ctrl[31:0] <= i_hwdata[31:0];
    always_ff @(posedge i_hclk, negedge i_hnreset)
        if (!i_hnreset) cr_stat <= 'd0;
        else if (wr_cr_stat && hsize_b0) cr_stat[7:0] <= i_hwdata[7:0];
        else if (wr_cr_stat && hsize_b1) cr_stat[15:8] <= i_hwdata[15:8];
        else if (wr_cr_stat && hsize_b2) cr_stat[23:16] <= i_hwdata[23:16];
        else if (wr_cr_stat && hsize_b3) cr_stat[31:24] <= i_hwdata[31:24];
        else if (wr_cr_stat && hsize_hw0) cr_stat[15:0] <= i_hwdata[15:0];
        else if (wr_cr_stat && hsize_hw1) cr_stat[31:16] <= i_hwdata[31:16];
        else if (wr_cr_stat && hsize_w0) cr_stat[31:0] <= i_hwdata[31:0];
    always_comb
        case ({rd_cr_ctrl, rd_cr_stat})
            2'b01:
                o_hrdata = cr_stat;
            2'b10:
                o_hrdata = cr_ctrl;
            default:
                o_hrdata = 32'd0;
        endcase
    assign o_hready = 1'b1;
    assign o_hresp = 1'b0;
    assign o_bypass = !cr_ctrl[20];
    assign o_cache_dis = cr_ctrl[21] & i_hprot_mem[0];
endmodule
```

## design/flow/run.sh

```bash
#!/bin/bash
# OpenROAD 26Q1-2900-gdf79404cd8, Yosys 0.63+post, stock flow scripts
make -C /OpenROAD-flow-scripts/flow DESIGN_CONFIG=/design/flow/config.mk WORK_HOME=/design/flow/orfs finish
```

==> run summary <==
Number of instances resized during post-cts repair -> 0
Post-synthesis sequential element count -> 76
Initial antenna violation count -> 0
DP Wirelength -> 4660 µm
Hold crit path type -> flip-flop to flip-flop
Avg Inst Size Synth -> 12.84 µm²
Setup Buffers After CTS -> 0
Clock-pin slew reported for the worst setup and hold paths after clock tree synthesis -> 0.07 ns
Yosys Instances -> 269
Power share of the combinational group -> 14.4%
Flop pwr share -> 52.7%
Die boundary height -> 94.92 µm
Vias per inst -> 5.131
Wirelength per Cell -> 15.26 µm
Number of cells produced by synthesis -> 269
End-of-flow core utilization -> 54.80%
IR Drop Worst-Case VDD -> 0.2358 mV
Final hold viol count -> 0
Distinct lib cells -> 32
Maximum number of pins on one net before global-route repair -> 45
Fraction of power spent switching nets -> 23.72%
Maximum clock rate -> 242.6 MHz
Max FO, Critical Path -> 19
Sequential element share of the synthesized area -> 55.11%
OpenROAD warnings -> 68
Number of hold buffers added after cts -> 0
Post-layout power -> 0.001529 W
Vias in the first global route -> 2454
Fraction of final layout cells with drive strength greater than 1 -> 28.98%
Final-report setup violation count -> 0
Hold Startpoint -> current_state[2]
Antenna cells -> 0
Die Span X -> 94.92 µm
Worst reg-to-reg path cell count -> 3
Yosys Warn Count -> 2
Slew at the pin with the worst max-slew slack -> 0.7366 ns
Count of cells along the worst hold path -> 2
Clock buffer depth -> 2
Portion of the clock cycle consumed by the worst path in the final layout -> 82.44%
Global route overflow -> 0
Port Buf Inserts -> 80
Number of routed nets with antenna violations -> 0
Number of clock sinks -> 76
Drt pass-1 iters -> 4
Maximum level of the CTS H-tree -> 3
Cell leakage power -> 1.908 nW
Final weighted congestion in routability-driven placement -> 0.7822
Crit path required time -> 4.00 ns
Starting density of the core -> 41.61%
Final instance area -> 4548 µm²
Area of the chip -> 9009 µm²
Total routing usage reported by global routing -> 17.68%
Drt drc -> 0
Via count of the routed design -> 2345
Sw Pwr -> 0.0003626 W
Global-route wire length before repair -> 11980 µm
Max-capacitance violation count -> 0
Number of max-slew violations in the final report -> 0
Clock Root Buffer -> clkbuf_8
Arrival time of the worst setup path -> 3.12 ns
Reg-to-Reg Start -> hsize[2]
Placement row count -> 33
Flop-to-flop setup slack -> 2.95 ns
Clock latency on the worst-skew pair -> 0.34 ns
Setup TNS -> 0 ns
Total power density per cell area -> 336.1 nW/µm²
Unrepaired setup endpoints after global routing -> false
Final worst path period need -> 4.122 ns
First DRT Iteration DRCs -> 46
Clock tree from TritonCTS -> done
Total wire length -> 6973 µm
Post-Place Cell Area -> 4332 µm²
Worst clock skew -> 0.008352 ns
Core area -> 8299 µm²
Type of element capturing the critical path -> output pin
Netlist area before placement -> 3453 µm²
Start-to-end type of the worst setup path -> flip-flop to output pin
Internal power contribution -> 0.001166 W
Chip area estimate from yosys synthesis -> 3453 µm²
Number of ports placed on the die boundary -> 125
Layout-stage area growth over the synthesis result -> 31.70%
Slew Limit Headroom -> 50.89%
Worst Hold End -> current_state[0]
Total clock buffers created by CTS -> 9
Result of the run -> finished, final reports clean
CP Launch Type -> flip-flop
Relative contribution of the clock network to total power -> 32.9%
Endpoint of the worst register-to-register path -> cr_ctrl[1]
==> critical path, stage by stage, from the launching register on <==
cell             delay (ns)
dfrtp_1                0.39
nor3b_1                0.28
nand2_1                0.08
or2_2                  0.30
inv_1                  0.06
ha_1                   0.52
buf_4                  0.37
a22oi_1                0.13
nor2_1                 0.16
clkdlybuf4s50_1        0.49
==> logic make-up (layout without fill, tap and decap cells) <==
logic type | after synthesis | count (layout) | share of synthesized area, %
DFF | 76 | 76 | 55.11
muxes | 73 | 73 | 23.77
and+or+nand+nor | 59 | 59 | 8.877
AOI/OAI and AO/OA | 36 | 36 | 8.369
buffers and inverters | 20 | 103 | 2.681
adders and majority gates | 2 | 2 | 0.7245
other | 2 | 2 | 0.2175
xor gates and xnor gates | 1 | 1 | 0.2537
==> area by class of cell <==
type / instances / area [µm²]
fillers: 710 / 3751
flip-flops and latches: 76 / 1903
multi-input cells: 173 / 1458
repair buffers: 84 / 828.3
clock buffers: 11 / 141.4
well taps: 105 / 131.4
clock inverters: 5 / 75.07
inverters: 3 / 11.26
==> worst max-delay path by stage <==
stage,from,to,depth (start not counted),slack (ns)
5_1_grt,haddr[4],o_hrdata[11],9,0.58
6_report,haddr[4],o_hrdata[11],9,0.88
4_1_cts,haddr[4],o_hrdata[11],9,0.84
==> power groups by stage <==
stage	clock [W]	sequential [W]	combinational, W
final	0.000503	0.000805	0.000220
after global routing	0.000548	0.000825	0.000245
after CTS	0.000523	0.000806	0.000224
==> flip-flops by register name, summed over array words and instances, names as in the netlist <==
name and count:
htrans1 1, cr_stat 32, hsize 3, cr_ctrl 32, current_state 3, haddr 5
==> synthesized netlist by cell type, drive strengths merged <==
cell type | instances | area, µm²
ha | 2 | 25.02
xor2 | 1 | 8.760
nor2b | 1 | 6.260
nand2 | 4 | 15.01
nor2 | 38 | 147.6
conb | 2 | 7.510
nand2b | 2 | 12.51
nand3 | 1 | 5.000
nor3b | 2 | 15.01
nor3 | 4 | 52.55
dfstp | 1 | 26.28
and2 | 1 | 6.260
buf | 6 | 37.53
and3 | 2 | 12.51
and4bb | 1 | 12.51
mux2i | 1 | 10.01
a2111o | 1 | 11.26
a21oi | 1 | 5.000
a2111oi | 1 | 27.53
nor4b | 1 | 8.760
mux2 | 72 | 810.8
clkbuf | 11 | 43.79
o21ai | 1 | 5.000
or2 | 2 | 12.52
a22oi | 32 | 240.2
inv | 3 | 11.26
dfrtp | 75 | 1877
==> routing by layer <==
metal  global-route usage, %  part of all wire [%]  vias up
li1                        -                     -     1119
met1                   27.87                    48     1164
met2                   26.92                    46       56
met3                   4.412                   5.0        6
met4                   1.389                   1.0        0
met5                       0                     0        -
==> through the flow <==
step,hold slack (ns),cells,setup slack [ns]
finish,0.4678,457,0.8778
global placement,0.4628,441,1.247
global route,0.5066,457,0.5770
floorplan,0.4291,269,2.369
CTS,0.4791,457,0.8450
detailed placement,0.4621,441,1.270
==> placed cells by master (no fill, tap or decap) <==
master	netlist	layout
clkdlybuf4s50_1	0	79
mux2_2	72	72
or2_0	1	1
mux2i_1	1	1
bufinv_16	0	2
nor3_4	2	2
a2111o_1	1	1
or2_2	1	1
nor3_2	2	2
clkbuf_1	9	1
nor3b_1	2	2
nor4b_1	1	1
and2_1	1	1
xor2_1	1	1
conb_1	2	2
nor2_2	2	2
clkinv_2	0	3
a22oi_1	32	32
and3_1	2	2
and4bb_2	1	1
inv_1	3	3
nand2b_1	2	2
nand2_1	4	4
nor2_1	36	36
dfstp_2	1	1
a2111oi_4	1	1
buf_4	3	5
clkbuf_8	0	10
a21oi_1	1	1
o21ai_0	1	1
ha_1	2	2
nand3_1	1	1
dfrtp_1	75	75
nor2b_1	1	1
Power figures rest on the tool's default switching activity, not on a simulated workload.
